## design/flow/config.mk

```make
export PLATFORM = sky130hd
export DESIGN_NAME = execute
export DESIGN_NICKNAME = execute
export VERILOG_FILES = /design/flow/design.v
export SDC_FILE = /design/flow/constraint.sdc
export NUM_CORES = 4
export LEC_CHECK = 1
export CORE_UTILIZATION = 40
export SYNTH_MEMORY_MAX_BITS = 65536
```

## design/flow/constraint.sdc

```tcl
current_design execute

set clk_period 90.4
set clk_io_pct 0.2

create_clock -name clk0 -period $clk_period [get_ports {clk}]

set non_clock_inputs [all_inputs -no_clocks]
set_input_delay [expr $clk_period * $clk_io_pct] -clock clk0 $non_clock_inputs
set_output_delay [expr $clk_period * $clk_io_pct] -clock clk0 [all_outputs]
```

## design/flow/design.v

```verilog
`timescale 1ns / 1ps
module alu(input [31:0]a,input [31:0]b,input [4:0]shift,input [3:0]op_code,output reg [31:0]out,output reg zero);
always@(*)
	begin
	if(op_code==4'b0000)
	out=a+b;
	else if(op_code==4'b0001)begin
	out=a-b;
	if(out==32'b0)
	zero=1'b1;
	else
	zero=1'b0;
	end
	else if(op_code==4'b1001)
	out=a*b;
	else if(op_code==4'b0010)
	out=a|b;
	else if(op_code==4'b0011)
	out=a&b;
	else if(op_code==4'b0100)
	out=a^b;
	else if(op_code==4'b0101)
	out=b>>a;
	else if(op_code==4'b0110)
	out=b<<a;
	else if(op_code==4'b0111)
	out=(a>b);
	else if(op_code==4'b1000)
	out=(a<b);
	else if(op_code==4'b1111)
	out=~(a|b);
	end
endmodule
`timescale 1ns / 1ps
module execute(input clk,output branch,output jump,output reg [31:0]o_p,output reg [31:0]P_C,output [31:0]inst1,output zero);
  wire [3:0] aluctrl;
 wire  [25:0] instr_index;
 wire [4:0] rs,rt,rd,shift;
 reg [4:0]Rd;
 wire ext_op;
wire [31:0] reg_B,immi,A,o_p_alu,o_p_mem;
reg [31:0] B;
reg [31:0] data[0:31];
reg [31:0] ram[0:255];
wire [15:0] offset;
  wire alusrc,reg_dst,memwrite,regwrite,memtoreg;
reg  [7:0]instr_mem[0:47];
reg [31:0]instr;
reg [29:0]P_C_ADD;
initial begin
instr_mem[4] = 8'b00100010;
instr_mem[5] = 8'b00100000;
instr_mem[6] = 8'b01000011;
instr_mem[7] = 8'b00000000;
instr_mem[8] = 8'b00100101;
instr_mem[9] = 8'b00100000;
instr_mem[10] = 8'b01000011;
instr_mem[11] = 8'b00000000;
instr_mem[12] = 8'b00111110;
instr_mem[13] = 8'b00000000;
instr_mem[14] = 8'b01000011;
instr_mem[15] = 8'b00100000;
instr_mem[16] = 8'b00111110;
instr_mem[17] = 8'b00000000;
instr_mem[18] = 8'b01000011;
instr_mem[19] = 8'b00101000;
instr_mem[20] = 8'b00000001;
instr_mem[21] = 8'b00000000;
instr_mem[22] = 8'b01000011;
instr_mem[23] = 8'b10101100;
instr_mem[24] = 8'b00000001;
instr_mem[25] = 8'b00000000;
instr_mem[26] = 8'b01000011;
instr_mem[27] = 8'b10001100;
instr_mem[28] = 8'b00000100;
instr_mem[29] = 8'b00000000;
instr_mem[30] = 8'b00100001;
instr_mem[31] = 8'b00010100;
instr_mem[31] = 8'b00111110;
instr_mem[33] = 8'b00000000;
instr_mem[34] = 8'b01000011;
instr_mem[35] = 8'b00101000;
instr_mem[36] = 8'b00111110;
instr_mem[37] = 8'b00000000;
instr_mem[38] = 8'b01000011;
instr_mem[39] = 8'b00001000;
data[0] = 0;
ram[0] = 0;
data[7]=10;
ram[1]=1;
data[1] =1;
ram[5]=5;
data[2] =2;
ram[2]=2;
data[3] =3;
ram[3]=3;
P_C=0;
P_C_ADD=0;
end
always@(posedge clk)
begin
if(branch==1'b1)begin
if(zero==1)begin
if(bi==1)begin
P_C_ADD=P_C[31:2]+1;
P_C_ADD=P_C_ADD+{{14{offset[15]}},offset[15:0]};
P_C={P_C_ADD,2'b00};
end
else
P_C=P_C+4;
end
else begin
if(bi==0)begin
P_C_ADD=P_C[31:2]+1;
P_C_ADD=P_C_ADD+{{14{offset[15]}},offset[15:0]};
P_C={P_C_ADD,2'b00};
end
else
P_C=P_C+4;
end
end
else if(jump==1'b1)begin
P_C={P_C[31:28],instr_index[25:0],P_C[1:0]};
end
else begin
P_C=P_C+4;
end
instr={instr_mem[P_C+3],instr_mem[P_C+2],instr_mem[P_C+1],instr_mem[P_C]};
end
assign inst1=instr;
fetch dec(inst1,immi,branch,jump,ext_op,reg_dst,alusrc,aluctrl,memtoreg,regwrite,memwrite,offset,rs,bi,rt,shift,rd,instr_index);
assign A=data[rs];
assign reg_B = data[rt];
always@(inst1 or rs or rt or rd or alusrc or immi or reg_dst or reg_B)
begin
B=(alusrc==0)?(reg_B):(immi);
Rd=(reg_dst==0)?(rt):(rd);
end
alu g1(A,B,shift,aluctrl,o_p_alu,zero);
assign o_p_mem=ram[o_p_alu];
always@(posedge clk)
begin
if(memwrite==1)
begin
ram[o_p_alu]=data[rt];
o_p =data[rt];
end
if(regwrite==1)
begin
data[Rd]=(memtoreg==0)?(o_p_alu):(o_p_mem);
o_p=data[Rd];
end
end
endmodule
`timescale 1ns / 1ps
module fetch(input [31:0]inst1,output reg[31:0]immi1,output reg branch1,output reg jump1,output reg ext_op1,output reg reg_dst1,
output reg alusrc1,output reg [3:0]aluctrl1,output reg memtoreg1,output reg regwrite1,output reg memwrite1,output reg [15:0]offset1,
output reg[4:0]rs1,output reg bi,output reg[4:0]rt1,output reg [4:0]shift1,output reg [4:0]rd1,output reg[25:0]instr_index1);
always@(inst1)
begin
shift1=inst1[10:6];
rd1 =inst1[15:11];
rt1 =inst1[20:16];
rs1 = inst1[25:21];
instr_index1=inst1[25:0];
memwrite1=0;
regwrite1=0;
branch1 = 0;
reg_dst1=0;
memtoreg1=0;
ext_op1=0;
jump1=0;
alusrc1=0;
aluctrl1=4'h1;
offset1=inst1[15:0];
if(inst1[15]==1 && inst1[31:26]!=6'b001001)
begin
 ext_op1=1;
 immi1={16'b1111111111111111,inst1[15:0]};
end
else 
begin
	ext_op1=0;
	immi1={16'b0000000000000000,inst1[15:0]};
end
if(inst1[31:26]==6'b001001)
begin
jump1=0;
memtoreg1=0;
branch1 = 0;
alusrc1=1;
memwrite1=0;
reg_dst1=0;
regwrite1=1;
aluctrl1=4'b0000;
end 
if(inst1[31:26]==6'b000101)
begin
reg_dst1=0;
memwrite1=0;
regwrite1=0;
memtoreg1=0;
branch1=1;
bi=1'b0;
jump1=0;
aluctrl1=4'b0001;
alusrc1=0;
end
if( inst1[31:26]==6'b000100)
begin
reg_dst1=0;
memwrite1=0;
regwrite1=0;
memtoreg1=0;
branch1=1;
jump1=0;
bi=1'b1;
aluctrl1=4'b0001;
alusrc1=0;
end 
if(inst1[31:26]==6'b101011)begin
branch1=0;
aluctrl1=4'b0000;
alusrc1=1;
reg_dst1=0;
jump1=0;
memwrite1=1;
regwrite1=0;
memtoreg1=0;
end 
else if(inst1[31:26]==6'b100011)begin
branch1=0;
jump1=0;
reg_dst1=0;
memwrite1=0;
regwrite1=1;
aluctrl1=4'b0000;
alusrc1=1;
memtoreg1=1;
end 
if(inst1[31:26]==6'b001100) begin
branch1=0;
alusrc1=1;
reg_dst1=0;
memwrite1=0;
regwrite1=1;
jump1=0;
aluctrl1=4'b0011;
memtoreg1=0;
end 
else if(inst1[31:26]==6'b001000) 
begin
branch1=0;
alusrc1=1;
reg_dst1=0;
memwrite1=0;
regwrite1=1;
jump1=0;
aluctrl1=4'b0000;
memtoreg1=0;
end
else if(inst1[31:26]==6'b001101) 
begin
jump1=0;
branch1=0;
alusrc1=1;
reg_dst1=0;
memwrite1=0;
regwrite1=1;
aluctrl1=4'b0010;
memtoreg1=0;
end
else if(inst1[31:26]==6'b001010) 
begin
jump1=0;
branch1=0;
alusrc1=1;
reg_dst1=1;
memwrite1=0;
regwrite1=1;
aluctrl1=4'b1000;
memtoreg1=0;
end
if(inst1[31:26]==6'b001110) 
begin
jump1=0;
branch1=0;
alusrc1=1;
reg_dst1=0;
memwrite1=0;
regwrite1=1;
aluctrl1=4'b0100;
memtoreg1=0;
end
if(inst1[31:26]==6'b000010) 
begin
jump1=1;
instr_index1=inst1[25:0];
branch1=0;
jump1=1;
reg_dst1=0;
memwrite1=0;
aluctrl1=4'b0000;
alusrc1=0;
regwrite1=0;
memtoreg1=0;
end
if(inst1[31:26]==6'b000000)   
begin
jump1=0;
memtoreg1=0;
branch1 = 0;
alusrc1=0;
memwrite1=0;
reg_dst1=1;
regwrite1=1;
if(inst1[5:0]==6'b000100)
begin
aluctrl1=4'b0110;
end
if(inst1[5:0]==6'b101010)
begin
aluctrl1=4'b1000;
end
if(inst1[5:0]==6'b100101)
begin
aluctrl1=4'b0010;
end
if(inst1[5:0]==6'b100000)
begin
aluctrl1=4'b0000;
end
if(inst1[5:0]==6'b100100)
begin
aluctrl1=4'b0011;
end
if(inst1[5:0]==6'b100010)
begin
aluctrl1=4'b0001;
end
if(inst1[5:0]==6'b100110)begin
aluctrl1=4'b0100;
end
if(inst1[5:0]==6'b100111)begin
aluctrl1=4'b1111;
end
end
end
endmodule
```

## design/flow/run.sh

```bash
#!/bin/bash
# OpenROAD 26Q1-2900-gdf79404cd8, Yosys 0.63+post, stock flow scripts
make -C /OpenROAD-flow-scripts/flow DESIGN_CONFIG=/design/flow/config.mk WORK_HOME=/design/flow/orfs finish
```

==> changes_impl.md <==
## Implementation

* Outcome: finished clean
* Crit Reg-Reg Endpoint: o_p[26]
* Grt total ovfl at 0
* Unique cell type count in the Yosys netlist at 97
* Area growth syn-to-layout at 13.9%
* Most common library cells after synthesis: sky130_fd_sc_hd__edfxtp_1 (9,252), sky130_fd_sc_hd__mux4_2 (2,598), sky130_fd_sc_hd__mux2_2 (1,071)
* Total negative slack at 0 ps
* Total Routing Usage GR at 29.3%
* Endpoint with the worst hold slack: P_C[9]
* DRC violation count after routing at 0
* Finished Layout Cells at 33,849
* Hold Worst Slack at 572 ps
* Maximum number of pins on one net before global-route repair at 116
* Internal reg-to-reg setup slack at 71,210 ps
* Ys async rst share at 0%
* Transition time of the tightest slew-check pin at 1260 ps
* Yosys Chip Area at 386,000 µm²
* Average footprint of a synthesized cell at 20.0 µm²
* Root buf cell: sky130_fd_sc_hd__clkbuf_16
* Global-route wire length before repair at 1,780,000 µm
* Final routed wirelength across all metal layers at 1,300,000 µm
* Top cell type by total area after synthesis: sky130_fd_sc_hd__edfxtp_1
* Die Height at 984 µm
* Share of Yosys cell area claimed by the top area cell type at 72.0%
* Vias in the first global route at 222,050
* Final weighted congestion of routability-driven global placement at 1.03
* Clock insertion delay at the later pin of the skew report at 1190 ps
* Number of buffers created by CTS at 958
* Count of flip-flops with a built-in enable after synthesis at 9,252
* Antenna-violating nets left at 0
* Average routed wire per standard cell at 38.3 µm
* Fin. max-slew vios at 0
* CTS Hold Buffers Added at 0
* Power per cell area at 19.4 nW/µm²
* Initial core utilization at 40.1%
* Die Width at 984 µm
* Post-cts resize count at 0
* Time the final worst path needs with I/O delays and setup at 21,570 ps
* Min-delay src: instr[7]
* Total number of H-tree levels at 6
* Type of the worst setup path: reg2out
* IR Drop Worst-Case VDD at 0.0000196 V
* Post-Syn Area at 386,000 µm²
* Worst hold-check path type: reg2reg
* Required time worst endpoint at 72,320 ps
* Number of warnings the tools reported at 114
* CTS tree: done
* Pleak at 139 nW
* Final Hold Fails at 0
* Worst endpoint data arrival time at 3490 ps
* Count of instantiated cells in the yosys netlist at 19,293
* CP Max Fanout at 21
* Max Cap Violations at 0
* DR iter-0 viols at 18,577
* Clock slew at reported path FFs at 60 ps
* Fraction of the cycle the final worst path needs at 23.9%
* Maximum count of clock buffers along a single path at 5
* Initial antenna violation count at 98
* Most frequently used flop master after synthesis: sky130_fd_sc_hd__edfxtp_1
* Ratio of cells with drive above 1 in the final layout at 31.7%
* Iteration tally of the first detailed-router pass at 8
* Cell depth of the worst flop-to-flop path at 42
* Number of setup buffers added after CTS at 0
* Least setup slack across all paths after layout at 68,830 ps
* Post-place setup slack at 70,030 ps
* R2r startpoint: instr[24]
* Register pins left without a clock at 34
* Dominant cells by area after synthesis: sky130_fd_sc_hd__edfxtp_1 (72%), sky130_fd_sc_hd__mux4_2 (15%), sky130_fd_sc_hd__mux2_2 (3.1%)
* Total core area at 961,000 µm²
* Count of endpoints without a timing constraint at 35
* Number of cells traversed by the worst hold path at 2
* Kind of start point of the critical path: register
* Tightest slew margin relative to the limit at 15.3%
* Number of cells produced by synthesis at 19,293
* Final setup viols at 0
* Post-synthesis sequential element count at 9,346
* Highest achievable clock rate at 46.4 MHz
* Placement Rows at 360
* Chip area at 968,000 µm²
* Final setup skew at 169 ps
* I/O Buffers at 99
* RSZ-0062 raised after global routing: false
* Filler instances at 79,091
* Number of top-level pins at 100
* Cell with the most instances after synthesis: sky130_fd_sc_hd__edfxtp_1
* Count of warnings emitted by yosys at 5
* DP Cell Count at 32,009
* Detailed-placement wirelength estimate at 782,000 µm
* Endpoint class of the critical path: output pin
* Number of vias per cell at 6.20
* Via count at 209,961
[logic make-up (layout without fill, tap and decap cells)]
logic type               count (synthesis)  count (layout)  share of synthesized area [%]
latches                                 34              34                          0.132
XOR/XNOR                               108             108                          0.245
adder cells (fa/ha/maj)                143             143                          0.470
AND-OR/OR-AND                         1721            1721                           3.14
other                                    1             140                       0.000972
flip-flops                            9312            9312                           72.3
AND/OR/NAND/NOR                       2677            2677                           3.48
multiplexers                          3764            3764                           18.5
buffers and inverters                 1533            3099                           1.64
[how the worst max path moves through the flow]
| stage | endpoint | cells after the start | startpoint |
|---|---|---|---|
| after global routing | jump | 5 | instr[26] |
| final | jump | 5 | instr[26] |
| after CTS | jump | 5 | instr[26] |
[stage by stage]
stage | total power, mW | util (%) | cell area (µm²)
floorplan | 4.76 | - | 386000
global placement | 4.76 | 42.6 | 409000
detailed placement | 4.76 | 42.6 | 409000
CTS | 8.55 | 45.7 | 439000
global route | 8.71 | 45.7 | 439000
finish | 8.50 | 45.7 | 439000
[layout make-up]
type	count	area, µm²	area share [%]
sequential	9346	280000	63.7
multi-input combinational	8445	103000	23.5
clock buffer	1172	25000	5.70
tap	12851	16100	3.66
timing repair buffer	1207	9510	2.17
clock inverter	560	4920	1.12
inverter	160	676	0.154
antenna	108	270	0.0615
[worst max-delay path, stage by stage, from the launching register on]
cell and delay, ps:
sky130_fd_sc_hd__dfxtp_1 430, sky130_fd_sc_hd__nor3_1 360, sky130_fd_sc_hd__nand3_1 160, sky130_fd_sc_hd__buf_4 270, sky130_fd_sc_hd__inv_1 510, sky130_fd_sc_hd__clkdlybuf4s50_1 590
[cell usage in the layout, fill, tap and decap left out, types with 55 or more instances in the layout]
cell / netlist / layout
sky130_fd_sc_hd__clkbuf_1: 907 / 202
sky130_fd_sc_hd__a22oi_1: 521 / 520
sky130_fd_sc_hd__a22o_1: 61 / 61
sky130_fd_sc_hd__mux2i_1: 95 / 94
sky130_fd_sc_hd__ha_1: 140 / 140
sky130_fd_sc_hd__a2111oi_0: 81 / 78
sky130_fd_sc_hd__clkinv_1: 5 / 243
sky130_fd_sc_hd__a221oi_1: 56 / 55
sky130_fd_sc_hd__diode_2: 0 / 108
sky130_fd_sc_hd__clkbuf_16: 0 / 970
sky130_fd_sc_hd__nor3_1: 88 / 79
sky130_fd_sc_hd__o21ai_0: 240 / 226
sky130_fd_sc_hd__clkdlybuf4s50_1: 0 / 99
sky130_fd_sc_hd__nand4_1: 238 / 238
sky130_fd_sc_hd__nand2_1: 454 / 422
sky130_fd_sc_hd__nand3_1: 605 / 601
sky130_fd_sc_hd__inv_1: 153 / 143
sky130_fd_sc_hd__nor2_1: 651 / 301
sky130_fd_sc_hd__clkinv_2: 0 / 175
sky130_fd_sc_hd__mux2_2: 1071 / 1071
sky130_fd_sc_hd__mux4_2: 2598 / 2598
sky130_fd_sc_hd__buf_4: 35 / 1092
sky130_fd_sc_hd__nor2_2: 0 / 63
sky130_fd_sc_hd__nor2_4: 0 / 287
sky130_fd_sc_hd__a21oi_1: 286 / 274
sky130_fd_sc_hd__bufinv_16: 0 / 75
sky130_fd_sc_hd__and3_1: 306 / 304
sky130_fd_sc_hd__xnor2_1: 80 / 80
sky130_fd_sc_hd__edfxtp_1: 9252 / 9252
[report_power, final]
| group | switching, mW | internal, mW | total (mW) |
|---|---|---|---|
| Clock | 1.66 | 2.17 | 3.83 |
| Sequential | 0 | 4.67 | 4.67 |
| Combinational | 0.000118 | 0 | 0.000153 |
[state kept, by name, summed over array words and instances (netlist names)]
| signal | count |
|---|---|
| o_p | 32 |
| P_C | 32 |
| data | 1024 |
| g1.out | 32 |
| g1.zero | 1 |
| ram | 8192 |
| dec.bi | 1 |
| instr | 32 |
[metal layers]
metal | global-route usage [%] | vias to the layer above | share of wire, %
li1 | - | 83004 | -
met1 | 32.8 | 106148 | 29
met2 | 39.4 | 17260 | 43
met3 | 26.0 | 3430 | 21
met4 | 12.9 | 119 | 6.1
met5 | 3.58 | - | 0.27
Power and IR drop assume default switching activity.
